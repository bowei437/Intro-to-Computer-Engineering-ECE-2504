===== run.sh =====
#!/bin/bash
# OpenROAD 26Q1-2900-gdf79404cd8, Yosys 0.63+post, stock flow scripts
make -C /OpenROAD-flow-scripts/flow DESIGN_CONFIG=/design/flow/config.mk WORK_HOME=/design/flow/orfs finish

===== config.mk =====
export PLATFORM = sky130hd
export DESIGN_NAME = mux16_1_8bits
export DESIGN_NICKNAME = mux16_1_8bits
export VERILOG_FILES = /design/flow/design.v
export SDC_FILE = /design/flow/constraint.sdc
export NUM_CORES = 4
export LEC_CHECK = 1
export CORE_AREA = 10 10 86 86
export DIE_AREA = 0 0 96 96

===== design.v =====
module mux16_1_8bits(mux_out, select, i15, i14, i13, i12, i11, i10, i9, i8, i7, i6, i5, i4, i3, i2, i1, i0);
	output [7:0] mux_out;
	input [3:0] select;
	input [7:0] i15, i14, i13, i12, i11, i10, i9, i8, i7, i6, i5, i4, i3, i2, i1, i0;
	reg [7:0] mux_out;
	always @(select, i15, i14, i13, i12, i11, i10, i9, i8, i7, i6, i5, i4, i3, i2, i1, i0)
	begin	
		case(select)
			4'd0: mux_out = i0;
			4'd1: mux_out = i1;
			4'd2: mux_out = i2;
			4'd3: mux_out = i3;
			4'd4: mux_out = i4;
			4'd5: mux_out = i5;
			4'd6: mux_out = i6;
			4'd7: mux_out = i7;
			4'd8: mux_out = i8;
			4'd9: mux_out = i9;
			4'd10: mux_out = i10;
			4'd11: mux_out = i11;
			4'd12: mux_out = i12;
			4'd13: mux_out = i13;
			4'd14: mux_out = i14;
			4'd15: mux_out = i15;
			default: mux_out = 8'bx;  
		endcase
    end
endmodule

===== constraint.sdc =====
current_design mux16_1_8bits

set clk_period 2.5
set clk_io_pct 0.2

create_clock -name clk0 -period $clk_period

set non_clock_inputs [all_inputs -no_clocks]
set_input_delay [expr $clk_period * $clk_io_pct] -clock clk0 $non_clock_inputs
set_output_delay [expr $clk_period * $clk_io_pct] -clock clk0 [all_outputs]

==> reports/metrics.csv <==
metric,value,unit
Critical Path Sink Type,primary output,
vertical die dimension,96,um
share of final-layout standard cells stronger than drive strength 1,23.74,%
io pins,140,
count of distinct cell types in the synthesized netlist,50,
most common logic cells in the final layout,"clkdlybuf4s50_1 (96), buf_4 (31), dlygate4sd2_1 (26)",
clock period minus final worst setup slack,2.503,ns
combinational power share,100.0,%
Max Fclk,399.5,MHz
number of OpenROAD warnings,34,
first-pass iteration count of the detailed router,4,
Avg Vias per Cell,5.116,
worst setup path class,input pin to primary output,
maximum fanout count along the critical path,1,
result of the run,"complete, but fails checks",
Power Dens Cells,154.5,mW/mm^2
kind of path behind the tightest hold check,input pin to primary output,
post-detailed-routing wire length,7976,um
Setup-failing EPs final,1,
count of synthesis-stage warnings from yosys,1,
"Design Area, Final",0.003203,sq mm
overall fraction of global-route tracks in use,16.25,%
Chip Footprint,0.009216,sq mm
slack of the critical path,-0.003309,ns
Flop Count,0,
Synth Area per Inst,6.773,sq um
Worst Tran Pin Value,0.4296,ns
internal power,326.8,uW
Min-Delay Startpoint,i9[7],
endpoint with the worst hold slack,mux_out[7],
proportion of power drawn by flip-flops and latches,0,%
Max IR drop VDD,0.0001018,V
average wire per cell in the routed design,18.55,um
endpoints failing hold,0,
total net switching power,168.0,uW
clock power share,0,%
Critical Path AT,2.00,ns
pre-placement core utilization,23.96,%
Area after DPL,0.002979,sq mm
pin count of the biggest net entering global routing,20,
max-slew headroom at the worst pin,70.95,%
unrepaired setup endpoints after global routing,yes,
data required time of the critical path,2.00,ns
Syn-to-layout area delta,141.3,%
final-report max-slew violation count,0,
Inserted Diodes,0,
most used logic cell in the final layout,clkdlybuf4s50_1,
synthesized area,0.001328,sq mm
synthesized chip area reported by yosys,0.001328,sq mm
wire length of the first global-routing pass,12150,um
number of global-route vias before repair,2248,
CP startpoint kind,input pin,
number of design rule violations left after detail routing,0,
via count,2200,
total of clock buffers placed in the layout,0,
ratio of final minimum period to clock period,100.1,%
drt first-iter violations,63,
Storage cell area,0,sq um
leakage power total,1.358,nW
DRT antenna net count,0,
worst hold path stage count,5,
total core area,0.005540,sq mm
global route overflow,0,
weighted congestion reported at the end of routability-driven placement,0.8950,
number of maximum-capacitance constraint violations,0,
final HPWL from detailed placement,6689,um
post-synthesis sequential area ratio,0,%
count of buffers from port buffering,140,
failing checks,setup timing,
Net Sw Frac,33.95,%
synthesized instance count,196,
antenna violations before repair,0,
die span in x,96,um
standard-cell rows,27,
Post-Route Utilization,57.81,%
Yosys Instances,196,
==> through the flow <==
step	hold slack, ns	cells	worst slack, ns	TNS [ns]	total power [mW]
floorplan	1.078	196	0.3545	0	0.1605
global placement	1.965	423	-0.7355	-5.482	0.4767
detailed placement	1.954	423	-0.7721	-5.769	0.4765
CTS	1.647	430	-0.06183	-0.1117	0.4849
global route	1.597	430	-0.09386	-0.1941	0.5335
finish	1.554	430	-0.003309	-0.003309	0.4948
==> metal layers <==
metal | global-route usage [%] | vias to the layer above | part of all wire, %
li1 | - | 1110 | -
met1 | 22.68 | 993 | 46
met2 | 26.46 | 93 | 45
met3 | 3.459 | 4 | 8.4
met4 | 0.4914 | 0 | 0.44
met5 | 0 | - | 0
==> cells by family (layout without fill, tap and decap cells) <==
group / count (synthesis) / after routing / share of synthesized area (%)
AND-OR/OR-AND: 70 / 70 / 38.45
AND/OR/NAND/NOR: 78 / 78 / 37.04
multiplexers: 17 / 17 / 13.10
buffers and inverters: 31 / 193 / 11.40
==> cell usage after synthesis, types with 3 or more instances <==
cell	instances	area, sq um
nand3b_1	19	142.6
a21oi_1	17	85.08
mux2i_1	14	140.1
a221oi_1	10	87.58
buf_2	10	50.05
inv_1	9	33.78
nand2_1	9	33.78
a31oi_1	7	43.79
clkbuf_1	6	22.52
nor2b_1	6	37.54
nor3_1	6	30.03
nand3_1	5	25.02
nor2_1	5	18.77
o22ai_1	5	31.28
o2bb2ai_1	5	43.79
o32a_1	5	50.05
nand2b_1	4	25.02
nor3b_1	4	30.03
or4_1	4	30.03
a22oi_1	3	22.52
and3_1	3	18.77
o21ai_0	3	15.01
==> worst max-delay path, cell delays in order <==
cell	delay (ns)
clkdlybuf4s50_1	0.40
inv_1	0.05
o22ai_1	0.08
or4_1	0.50
o32a_1	0.35
buf_2	0.12
==> cell type report <==
cell class / count / area, sq um
Fill cell: 531 / 2337
Timing Repair Buffer: 182 / 1747
Multi-Input combinational cell: 165 / 1315
Tap cell: 72 / 90.09
Inverter: 11 / 51.30
==> power by group through the flow <==
stage	clock (mW)	combinational, mW	sequential (mW)
after CTS	0	0.485	0
after global routing	0	0.533	0
final	0	0.495	0
==> how the worst max path moves through the flow <==
stage,start,endpoint,slack [ns],cells past startpoint
6_report,i7[2],mux_out[2],-0.003,6
5_1_grt,select[1],mux_out[0],-0.09,7
4_1_cts,i8[3],mux_out[3],-0.06,6
==> repair_timing <==
item                                    4_1_cts  5_1_grt
endpoints found under the setup margin        8        7
gates cloned                                  2        0
hold buffers                                  0        0
gates resized                               105       23
pin swaps                                    27       19
setup buffers                                 5        1
Power and IR drop assume default switching activity.
